==> ./design.v <==
module binary_to_7seg ( 
	input logic [3:0] data_in,
	output logic [6:0] data_out
);
    logic [15:0][6:0] lut_7seg;
    assign lut_7seg[0] = 7'b0111111;
    assign lut_7seg[1] = 7'b0000110;
    assign lut_7seg[2] = 7'b1011011;
    assign lut_7seg[3] = 7'b1001111;
    assign lut_7seg[4] = 7'b1100110;
    assign lut_7seg[5] = 7'b1101101;
    assign lut_7seg[6] = 7'b1111101;
    assign lut_7seg[7] = 7'b0000111;
    assign lut_7seg[8] = 7'b1111111;
    assign lut_7seg[9] = 7'b1101111;
    assign lut_7seg[15:10] = 7'b0;     
	 assign data_out = ~lut_7seg[data_in];
endmodule
module receiver #(
	parameter CLOCKS_PER_PULSE = 5208
)
(
	input logic clk,
	input logic rstn,
	input logic ready_clr,
	input logic rx,
	output logic ready,
	output logic [7:0] data_out
);
	enum {RX_IDLE, RX_START, RX_DATA, RX_END} state;
	logic[2:0] c_bits;
	logic[$clog2(CLOCKS_PER_PULSE)-1:0] c_clocks;
  	logic[7:0] temp_data;
	logic rx_sync;
	always_ff @(posedge clk or negedge rstn) begin
		if (!rstn) begin
			c_clocks <= 0;
			c_bits <= 0;
			temp_data <= 8'b0;
			ready <= 0;
			state <= RX_IDLE;
		end else begin 
			rx_sync <= rx;   
			case (state)
			RX_IDLE : begin
				if (rx_sync == 0) begin
					state <= RX_START;
					c_clocks <= 0;
				end
			end
			RX_START: begin
				if (c_clocks == CLOCKS_PER_PULSE/2-1) begin
					state <= RX_DATA;
					c_clocks <= 0;
				end else
					c_clocks <= c_clocks + 1;
			end
			RX_DATA : begin
				if (c_clocks == CLOCKS_PER_PULSE-1) begin
					c_clocks <= 0;
					temp_data[c_bits] <= rx_sync;
					if (c_bits == 3'd7) begin
						state <= RX_END;
						c_bits <= 0;
					end else c_bits <= c_bits + 1;
				end else c_clocks <= c_clocks + 1;
			end
			RX_END : begin
				if (c_clocks == CLOCKS_PER_PULSE-1) begin
					ready <= 1'b1;
					state <= RX_IDLE;
					c_clocks <= 0;
				end else c_clocks <= c_clocks + 1;
			end
			default: state <= RX_IDLE;
			endcase
		end
	end
	assign data_out = temp_data;
endmodule
module transmitter #(
	parameter CLOCKS_PER_PULSE = 5208
)
(
	input logic [7:0] data_in,
	input logic data_en,
	input logic clk,
	input logic rstn,
	output logic tx,
	output logic tx_busy
);
	enum {TX_IDLE, TX_START, TX_DATA, TX_END} state;
	logic[7:0] data = 8'b0;
	logic[2:0] c_bits = 3'b0;
	logic[$clog2(CLOCKS_PER_PULSE)-1:0] c_clocks = 0;
	always_ff @(posedge clk or negedge rstn) begin
		if (!rstn) begin
			c_clocks <= 0;
			c_bits <= 0;
			data <= 0;
          	tx <= 1'b1;
			state <= TX_IDLE;
		end else begin 
			case (state)
			TX_IDLE: begin
				if (~data_en) begin
					state <= TX_START;
					data <= data_in;
					c_bits <= 3'b0;
					c_clocks <= 0;
				end else tx <= 1'b1;
			end
			TX_START: begin
				if (c_clocks == CLOCKS_PER_PULSE-1) begin
					state <= TX_DATA;
					c_clocks <= 0;
				end else begin
					tx <= 1'b0;
					c_clocks <= c_clocks + 1;
				end
			end
			TX_DATA: begin
				if (c_clocks == CLOCKS_PER_PULSE-1) begin
					c_clocks <= 0;
					if (c_bits == 3'd7) begin
						state <= TX_END;
					end else begin
						c_bits <= c_bits + 1;
						tx <= data[c_bits];
					end
				end else begin
					tx <= data[c_bits];
					c_clocks <= c_clocks + 1;
				end
			end
			TX_END: begin
				if (c_clocks == CLOCKS_PER_PULSE-1) begin
					state <= TX_IDLE;
					c_clocks <= 0;
				end else begin
					tx <= 1'b1;
					c_clocks <= c_clocks + 1;
				end
			end
            default: state <= TX_IDLE;
			endcase
		end
	end
	assign tx_busy = (state != TX_IDLE);
endmodule
module uart #(
	parameter CLOCKS_PER_PULSE = 5208
)
(
	input logic [3:0] data_in,
	input logic data_en,
	input logic clk,
	input logic rstn,
	output logic tx,
	output logic tx_busy,
	input logic ready_clr,
	input logic rx,
	output logic ready,
	output logic [3:0] led_out,
	output logic [6:0] display_out
);
	logic [7:0] data_input; 
	logic [7:0] data_output;
	transmitter #(.CLOCKS_PER_PULSE(CLOCKS_PER_PULSE)) uart_tx (
		.data_in(data_input),
		.data_en(data_en),
		.clk(clk),
		.rstn(rstn),
		.tx(tx),
		.tx_busy(tx_busy)
	);
	receiver #(.CLOCKS_PER_PULSE(CLOCKS_PER_PULSE)) uart_rx (
		.clk(clk),
		.rstn(rstn),
		.ready_clr(ready_clr),
		.rx(rx),
		.ready(ready),
		.data_out(data_output)
	);
	binary_to_7seg converter (
		.data_in(data_output[3:0]),
		.data_out(display_out)
	);
	assign data_input = {4'b0, data_in};
	assign led_out = data_output[3:0];
endmodule
==> ./run.sh <==
#!/bin/bash
# OpenROAD 26Q1-2900-gdf79404cd8, Yosys 0.63+post, stock flow scripts
make -C /OpenROAD-flow-scripts/flow DESIGN_CONFIG=/design/flow/config.mk WORK_HOME=/design/flow/orfs finish
==> ./config.mk <==
export PLATFORM = sky130hd
export DESIGN_NAME = uart
export DESIGN_NICKNAME = uart
export VERILOG_FILES = /design/flow/design.v
export SDC_FILE = /design/flow/constraint.sdc
export NUM_CORES = 4
export LEC_CHECK = 1
export CORE_UTILIZATION = 40
==> ./constraint.sdc <==
current_design uart

set clk_period 3.9
set clk_io_pct 0.2

create_clock -name clk0 -period $clk_period [get_ports {clk}]

set non_clock_inputs [all_inputs -no_clocks]
set_input_delay [expr $clk_period * $clk_io_pct] -clock clk0 $non_clock_inputs
set_output_delay [expr $clk_period * $clk_io_pct] -clock clk0 [all_outputs]
==> impl_metrics.sql <==
-- load yosys + openroad results
INSERT INTO impl_metrics (metric_group, metric, value, unit) VALUES
('clock_tree', 'clock_path_buffers', '2', ''),
('global_routing', 'globalRoute.totalOverflow', '0', ''),
('logic_synthesis', 'synthDistinctLibCells', '52', ''),
('final_layout', 'areaGrowthSynthToFinish', '14.1', '%'),
('placed_design', 'postPlaceCellArea', '3190', 'µm²'),
('pwr', 'power.share.switching', '32.0', '%'),
('pwr', 'power.sequential.fraction', '47.8', '%'),
('clock_tree', 'cts_buffers', '5', ''),
('pwr', 'clkPwrFrac', '23.7', '%'),
('setup_path', 'path_class', 'flip-flop to output port', ''),
('final_layout', 'fillers', '627', ''),
('logic_synthesis', 'enable_flop_cells', '1', ''),
('pwr', 'power_density', '401', 'nW/µm²'),
('clock_tree', 'postCtsHoldBufs', '0', ''),
('timing', 'report.final.slew_viol_count', '0', ''),
('timing', 'min_period', '2.86', 'ns'),
('clock_tree', 'post_cts_buffers', '0', ''),
('timing', 'hold_violations', '0', ''),
('route', 'first_pass_iters', '4', ''),
('floorplan', 'die.size.y', '86.9', 'µm'),
('final_layout', 'sequential_cell_area', '1230', 'µm²'),
('timing', 'fmax', '350', 'MHz'),
('global_routing', 'antenna_found_initial', '0', ''),
('clock_tree', 'postCtsResizedCells', '0', ''),
('run', 'warning_count', '40', ''),
('placed_design', 'placement.io_buffers', '21', ''),
('setup_path', 'critical_path_peak_fanout', '7', ''),
('clock_tree', 'clk-insertion-delay-late', '0.30', 'ns'),
('timing', 'rsz_0062_raised_after_global_routing', 'no', ''),
('logic_synthesis', 'yosys_warnings', '2', ''),
('timing', 'post-route-period-util', '73.3', '%'),
('floorplan', 'row_count', '30', ''),
('logic_synthesis', 'asyncSetResetFlopFracSynth', '98.0', '%'),
('run_status', 'run_status', 'complete, no violations', ''),
('logic_synthesis', 'ys.flops', '49', ''),
('route', 'antenna_violating_nets_post_route', '0', ''),
('floorplan', 'die_width', '86.9', 'µm'),
('setup_path', 'cp.required', '3.12', 'ns'),
('route', 'starting_drt_drc_count', '111', ''),
('logic_synthesis', 'top_area_share', '39.9', '%'),
('route', 'totalWireLength', '5180', 'µm'),
('clock_tree', 'tritoncts_sink_count', '49', ''),
('logic_synthesis', 'synthesis.area', '2880', 'µm²'),
('route', 'drc', '0', ''),
('pwr', 'comb_power_share', '28.5', '%'),
('pwr', 'p_int', '897', 'µW'),
('setup_path', 'worstPathArrival', '2.08', 'ns'),
('logic_synthesis', 'postSynthAreaPerCell', '9.67', 'µm²'),
('logic_synthesis', 'synth.top_cells.by_area', 'sky130_fd_sc_hd__dfrtp_1 (40%), sky130_fd_sc_hd__ha_1 (9.5%), sky130_fd_sc_hd__nor2_1 (4.4%)', ''),
('final_layout', 'final_common_cell', 'sky130_fd_sc_hd__dfrtp_1', ''),
('floorplan', 'floorplan.io_pins', '23', ''),
('global_routing', 'number_of_global_route_vias_before_repair', '2041', ''),
('clock_tree', 'clockRootBuffer', 'sky130_fd_sc_hd__clkbuf_8', ''),
('timing', 'clock-skew-final', '0.00655', 'ns'),
('route', 'avgRoutedWirePerCell', '12.4', 'µm'),
('placed_design', 'dp_hpwl', '3770', 'µm'),
('logic_synthesis', 'synthDominantAreaCellType', 'sky130_fd_sc_hd__dfrtp_1', ''),
('logic_synthesis', 'synthCells', '298', ''),
('global_routing', 'first_pass_grt_wire_length', '9180', 'µm'),
('global_routing', 'grt_start_max_net_pins', '29', ''),
('final_layout', 'post_route_cells_drive_above_1_share', '9.01', '%'),
('timing', 'hold_ws', '0.435', 'ns'),
('setup_path', 'timing.critical_path.from_type', 'flip-flop', ''),
('floorplan', 'placeableCoreArea', '6870', 'µm²'),
('logic_synthesis', 'ys_chip_area', '2880', 'µm²'),
('clock_tree', 'path_clk_slew', '0.09', 'ns'),
('route', 'post_drt_via_cell_ratio', '5.15', ''),
('final_layout', 'final_cell_mix', 'sky130_fd_sc_hd__dfrtp_1 (46), sky130_fd_sc_hd__nor2_1 (34), sky130_fd_sc_hd__nand2_1 (28)', ''),
('floorplan', 'initial_core_util', '42.0', '%'),
('global_routing', 'grt.total_usage', '15.5', '%'),
('logic_synthesis', 'flop_cell', 'sky130_fd_sc_hd__dfrtp_1', '');
## sequential cells by signal, summed over array words and instances (netlist names)
signal and flops:
uart_rx.ready 1, uart_tx.c_bits 3, uart_rx.c_clocks 13, uart_rx.temp_data 4
uart_rx.state 4, uart_tx.c_clocks 13, uart_rx.rx_sync 1, uart_tx.state 2
uart_rx.c_bits 3, uart_tx.tx 1, uart_tx.data 4
## cell type report
cell class | instances | share of cell area, %
Multi-Input combinational cell | 225 | 47.4
Sequential cell | 49 | 37.5
Timing Repair Buffer | 22 | 6.47
Tap cell | 96 | 3.65
Clock buffer | 6 | 2.51
Inverter | 18 | 2.05
Clock inverter | 2 | 0.419
## critical path, stage by stage (launching register included)
cell                              delay [ns]
sky130_fd_sc_hd__dfrtp_1                0.47
sky130_fd_sc_hd__inv_1                  0.18
sky130_fd_sc_hd__ha_1                   0.20
sky130_fd_sc_hd__or2_2                  0.26
sky130_fd_sc_hd__a21oi_1                0.20
sky130_fd_sc_hd__nor2_1                 0.07
sky130_fd_sc_hd__clkdlybuf4s50_1        0.40
## cell families after synthesis
logic type	count (synthesis)	share of synthesized area, %
mux	10	4.25
simple gates	115	20.6
fa+ha+maj	22	9.55
xor+xnor	12	3.65
buf+inv	24	3.17
compound gates	66	16.0
flops	49	42.8
## synth_stat cells, drive strengths merged (3+ instances only)
| cell type | number |
|---|---|
| nor2 | 34 |
| a31oi | 10 |
| a22o | 9 |
| inv | 18 |
| xnor2 | 4 |
| xor2 | 8 |
| nor3 | 7 |
| and3 | 6 |
| or2 | 4 |
| dfrtp | 46 |
| a32o | 3 |
| nand2 | 28 |
| mux2 | 8 |
| nand3 | 12 |
| nand2b | 3 |
| a21oi | 11 |
| clkbuf | 5 |
| nor2b | 3 |
| or3b | 3 |
| nand4bb | 3 |
| nand4 | 6 |
| ha | 22 |
| o21ai | 17 |
## final timing paths
check / to / slack [ns] / from / depth (start not counted)
max: display_out[0] / 1.04 / uart_rx.temp_data[1]$_DFFE_PN0P_ / 6
min: uart_tx.state[0]$_DFFE_PN0P_ / 0.44 / rstn / 1
max reg2reg: uart_rx.c_clocks[5]$_DFFE_PN0P_ / 1.51 / uart_rx.c_clocks[0]$_DFFE_PN0P_ / 6
min reg2reg: uart_rx.ready$_DFFE_PN0P_ / 0.48 / uart_rx.ready$_DFFE_PN0P_ / 1
max in group asynchronous: uart_tx.tx$_DFFE_PN1P_ / 2.69 / rstn / 2
min in group clk0: uart_rx.ready$_DFFE_PN0P_ / 0.48 / uart_rx.ready$_DFFE_PN0P_ / 1
## power groups by stage
| stage | Sequential, µW | Clock (µW) | Combinational (µW) |
|---|---|---|---|
| global route | 645 | 353 | 440 |
| finish | 631 | 312 | 376 |
| CTS | 631 | 329 | 379 |
## per-stage QoR
stage	instances	utilization [%]	total power [µW]	worst slack [ns]
finish	418	47.9	1320	1.04
global route	418	47.9	1440	0.882
CTS	418	47.9	1340	1.05
global placement	410	46.5	1020	1.38
floorplan	298	-	912	1.85
detailed placement	410	46.5	1020	1.40
## metal layers
layer  vias to the layer above  track usage, %  part of all wire [%]
met5                         -               0                     0
met4                         0            1.52                  0.93
met3                         5            2.31                   2.7
met2                        24            25.1                    46
met1                      1009            23.6                    51
li1                       1113               -                     -
Power and IR drop assume default switching activity.
